==> design/flow/design.v <==
module MuxC_WriteData(
    input wire [3:0] seletor,  
    input wire [31:0] aluOut_result,
    input wire [31:0] loadSize,
    input wire [31:0] saidaRegistradorDeslocamento,
    input wire [31:0] alu_result,
    input wire [31:0] hi,
    input wire [31:0] lo,
    input wire [31:0] MRD_out,
    input wire [31:0] singExtend_1_32,
    output wire [31:0] saida
);
parameter duzentosVinteSete = 32'b00000000000000000000000011100011;
wire [31:0] w1;
wire [31:0] w2;
wire [31:0] w3;
wire [31:0] w4;
wire [31:0] w5;
wire [31:0] w6;
wire [31:0] w7;
assign w7 = (seletor == 4'b1000) ? duzentosVinteSete : singExtend_1_32;
assign w6 = (seletor == 4'b0111) ? MRD_out : w7;
assign w5 = (seletor == 4'b0110) ? lo : w6;
assign w4 = (seletor == 4'b0101) ? hi : w5;
assign w3 = (seletor == 4'b0100) ? alu_result : w4;
assign w2 = (seletor == 4'b0011) ? saidaRegistradorDeslocamento : w3;
assign w1 = (seletor == 4'b0010) ? loadSize: w2;
assign saida = (seletor == 4'b0001) ? aluOut_result : w1;
endmodule
==> design/flow/run.sh <==
#!/bin/bash
# OpenROAD 26Q1-2900-gdf79404cd8, Yosys 0.63+post, stock flow scripts
make -C /OpenROAD-flow-scripts/flow DESIGN_CONFIG=/design/flow/config.mk WORK_HOME=/design/flow/orfs finish
==> design/flow/config.mk <==
export PLATFORM = sky130hd
export DESIGN_NAME = MuxC_WriteData
export DESIGN_NICKNAME = MuxC_WriteData
export VERILOG_FILES = /design/flow/design.v
export SDC_FILE = /design/flow/constraint.sdc
export NUM_CORES = 4
export LEC_CHECK = 1
export CORE_AREA = 10 10 152 152
export DIE_AREA = 0 0 162 162
==> design/flow/constraint.sdc <==
current_design MuxC_WriteData

set clk_period 6.7
set clk_io_pct 0.2

create_clock -name clk0 -period $clk_period

set non_clock_inputs [all_inputs -no_clocks]
set_input_delay [expr $clk_period * $clk_io_pct] -clock clk0 $non_clock_inputs
set_output_delay [expr $clk_period * $clk_io_pct] -clock clk0 [all_outputs]
==> results.json <==
{
  "outcome": "finished, final reports clean",
  "drc": 0,
  "p_leak_nw": 2.149,
  "synth_area_mm2": 0.003017,
  "cp_data_arrival_time_ps": 4050,
  "flop-count": 0,
  "fmax_ghz": 0.1855,
  "drive_gt1_share_pct": 4.843,
  "syn_to_final_growth_pct": 99.38,
  "switchingPower_w": 0.0001595,
  "end_kind": "output pin",
  "synth.avg_cell_area_um2": 5.835,
  "slew_viol_final": 0,
  "timing.final.crit_share_pct": 80.45,
  "synth_cells": 517,
  "warning_count": 32,
  "fp-row-count": 51,
  "grt_pass1_wl_um": 30410,
  "post-cts-setup-buffers": 0,
  "die_y_um": 162,
  "wl_um": 20760,
  "yosys_warnings": 0,
  "nClkBuffers": 0,
  "n_antenna_cell": 0,
  "power.density_mw_per_mm2": 68.01,
  "via_per_inst": 4.728,
  "cts_resized": 0,
  "antenna_found_initial": 1,
  "ys_cells": 517,
  "grt_pass1_vias": 5096,
  "power_frac_seq_pct": 0,
  "final_common_cell": "clkdlybuf4s50_1",
  "irDropWorstVdd_v": 0.00002053,
  "antenna_left": 0,
  "gp_congestion": 0.8580,
  "cp-start-kind": "input pin",
  "postSynthSeqShare_pct": 0,
  "most-common-layout-cells": "clkdlybuf4s50_1, a21oi_1, nand2_1",
  "worstSetupPathType": "input pin to output pin",
  "routedWlPerCell_um": 20.18,
  "slew_headroom_pct": 45.23,
  "cts.hold.buffers_added": 0,
  "ios": 292,
  "worst_pin_slew_ps": 821.6,
  "rsz0062_at_grt": "false",
  "power.internal_w": 0.0002495,
  "hold_path.class": "input pin to output pin",
  "final-hold-violation-count": 0,
  "p_comb_share_pct": 100.0,
  "ys_types": 44,
  "post-route-min-period_ps": 5390,
  "flop_area_um2": 0,
  "grt_max_degree": 44,
  "die_w_um": 162,
  "swShare_pct": 39.00,
  "hold_path.startpoint": "aluOut_result[7]",
  "synth-area-yosys_mm2": 0.003017,
  "hpwl_um": 17020,
  "grt_overflow": 0,
  "cp_data_required_time_ps": 5360,
  "grtUsageTotal_pct": 14.76,
  "maxCapViolations": 0,
  "setup_viol": 0,
  "hold_depth": 4,
  "pwr-share-clk_pct": 0,
  "io_buffer_count": 292,
  "whs_ps": 3635,
  "fp_util_pct": 15.35,
  "crit_path_max_fanout": 39,
  "chip_area_mm2": 0.02624,
  "startpoint": "seletor[3]",
  "firstDrtPassIters": 5,
  "vias": 4865,
  "core_mm2": 0.01965,
  "drt_iter0_drc": 286,
  "finalSetupTns_ps": 0
}
## cells in the mapped netlist, drive strengths merged
master   count  area (um^2)
clkbuf      11        45.05
or3          1        11.26
nand2       75        284.0
inv          3        11.26
a31oi       20        125.1
or2          1        6.260
o21ai        9        48.79
nand2b      23        143.9
a21oi      128        651.9
a32oi       14        122.6
buf         45        276.5
and2         1        6.260
nor2        63        251.5
a221oi      17        211.5
nand3b       2        18.77
and3b        1        8.760
a21o         5        37.54
and2b        1        7.510
mux2i       19        190.2
a22oi        9        67.56
o21a         2        15.01
o22a         1        8.760
a311o        1        10.01
o21bai       1        18.77
o221a        1        11.26
nor3         2        15.01
or3b         1        11.26
o22ai       47        294.0
a2bb2oi      9        78.83
nor2b        2        12.51
a211oi       2        15.01
## power by group through the flow
| stage | combinational [W] | clock [W] | sequential (W) |
|---|---|---|---|
| global route | 0.000446 | 0 | 0 |
| CTS | 0.000413 | 0 | 0 |
| finish | 0.000409 | 0 | 0 |
## critical path: stages
cell	delay, ps
buf_2	520
buf_4	500
or3b_4	460
a21oi_4	370
o22ai_1	150
a32oi_1	190
clkdlybuf4s50_1	490
## logic make-up (layout without fill, tap and decap cells)
kind of cell    after synthesis  in the layout  share of synthesized area [%]
simple gates                173            173                          25.76
buf+inv                      59            306                          11.03
mux                          19             19                          6.304
compound gates              266            266                          56.91
## metal layers
metal	part of all wire [%]	GRT usage, %
met1	41	18.20
met2	50	26.23
met3	6.5	2.669
met4	2.0	2.854
met5	0.087	0
## per-stage QoR
| stage | utilization, % | worst slack [ps] | cell area, um^2 | instances | power, W |
|---|---|---|---|---|---|
| floorplan | - | 2910 | 3017 | 517 | 0.0001606 |
| global route | 30.60 | 1114 | 6015 | 1029 | 0.0004458 |
| CTS | 30.60 | 1322 | 6015 | 1029 | 0.0004126 |
| finish | 30.60 | 1310 | 6015 | 1029 | 0.0004090 |
| global placement | 30.60 | 1311 | 6015 | 1029 | 0.0004122 |
| detailed placement | 30.60 | 1320 | 6015 | 1029 | 0.0004102 |
## worst paths after layout
check	end	slack, ps
setup / recovery	saida[6]	1310
hold / removal	saida[7]	3640
## cell type report
type / count / area, um^2
fill: 2202 / 13640
inverter: 3 / 11.26
tap: 265 / 331.6
timing repair buffer: 303 / 2988
multi-input combinational: 458 / 2684
Power figures rest on the tool's default switching activity, not on a simulated workload.
