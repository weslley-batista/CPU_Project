==> flow/run.sh <==
#!/bin/bash
# OpenROAD 26Q1-2900-gdf79404cd8, Yosys 0.63+post, stock flow scripts
make -C /OpenROAD-flow-scripts/flow DESIGN_CONFIG=/design/flow/config.mk WORK_HOME=/design/flow/orfs finish
==> flow/config.mk <==
export PLATFORM = sky130hd
export DESIGN_NAME = Div
export DESIGN_NICKNAME = Div
export VERILOG_FILES = /design/flow/design.v
export SDC_FILE = /design/flow/constraint.sdc
export NUM_CORES = 4
export LEC_CHECK = 1
export CORE_UTILIZATION = 30
==> flow/constraint.sdc <==
current_design Div

set clk_period 50.0
set clk_io_pct 0.2

create_clock -name clk0 -period $clk_period [get_ports {clock}]

set non_clock_inputs [all_inputs -no_clocks]
set_input_delay [expr $clk_period * $clk_io_pct] -clock clk0 $non_clock_inputs
set_output_delay [expr $clk_period * $clk_io_pct] -clock clk0 [all_outputs]
==> flow/design.v <==
module Div (
    input clock,
    input sinalStartDiv,
    input [31:0] a,
    input [31:0] b,
    output reg [31:0] hi, lo,
    output reg sinalParadaDiv
);
reg [5:0] contagemDeCiclos;  
reg [31:0] soma; 
reg [31:0] auxilioA;
reg [31:0] AuxilioB, auxilioBB, auxilioBBB;  
reg negativo;
initial begin        
    contagemDeCiclos = 31;  
    auxilioA = 0;
    AuxilioB = 0;
    negativo = 0;
    auxilioBB = 0;
    hi = 0;
    lo = 0;
    soma = 0;
    sinalParadaDiv = 0;
end
always @(posedge clock) begin
    if(sinalStartDiv == 1) begin  
        contagemDeCiclos = 32;
        auxilioA = a;
        AuxilioB = 0;
        auxilioBB = b;
        hi = 0;
        lo = 0;
        soma = 0;
        sinalParadaDiv = 0;
        if((a[31] == 1) && (b[31] == 1)) begin  
            negativo = 0;
            auxilioA = ~auxilioA+1;
            auxilioBB = ~auxilioBB+1;
            auxilioBBB = ~auxilioBBB+1;
        end 
        else if ((a[31] == 1) && (b[31] == 0)) begin
            negativo = 1;    
            auxilioA = ~auxilioA+1;
        end
        else if ((a[31] == 0) && (b[31] == 1)) begin
            negativo = 1;    
            auxilioBB = ~auxilioBB+1; 
            auxilioBBB = ~auxilioBBB+1; 
        end
    end 
    contagemDeCiclos = contagemDeCiclos-1;
   if((auxilioBB<<contagemDeCiclos) < {{32{1'b0}},2147483648})begin
        AuxilioB = auxilioBB<<contagemDeCiclos;
   end
        auxilioBBB = auxilioBB<<contagemDeCiclos;
    if((AuxilioB<=auxilioA) && (contagemDeCiclos>=0) && (AuxilioB>0)) begin
        soma = soma+{1<<contagemDeCiclos};
        auxilioA = auxilioA - AuxilioB;
    end
    if (contagemDeCiclos == 0) begin
        hi = auxilioA;           
        lo = soma;               
        sinalParadaDiv = 1;
    if(negativo == 1)begin       
        lo = {~lo}+1;
    end
end
end 
endmodule
==> results_slide.txt <==
Physical Implementation Snapshot

Synth
  • Cells in synth_stat.txt: 2229
  • Gate Count Post-Synth: 2229
  • Asr flop ratio synth: 0%
  • Area of the mapped netlist: 17400 um^2
  • Synth area leaders: dfxtp_1 (16%), edfxtp_1 (11%), a21oi_1 (5.3%)
  • Synth Flop Type: dfxtp_1
  • Post-synth EDFFs: 64
  • Yosys cell types: 101
  • Post-synthesis sequential area ratio: 26.7%
  • Synthesis warning total: 1
  • Top cell type by total area after synthesis: dfxtp_1
  • Top cell area share: 15.6%
  • Mean Syn Cell Area: 7.81 um^2
  • Yosys stat area: 17400 um^2
  • Yosys reg bits: 200

Critical path
  • Critical Path RT: 50340 ps
  • CP Launch Point: sinalStartDiv
  • Crit path launch type: input port
  • CP Capture Type: flip-flop
  • Crit path DAT: 21470 ps
  • Worst flop-to-flop path startpoint: contagemDeCiclos[0]$_DFF_P_
  • Most used cell, CP: o21ai_0
  • WS Path Type: in -> reg
  • Critical path's slowest cell: ha_1
  • Crit path max fanout: 88
  • CP max stage delay: 680 ps

STA
  • Final setup violation count: 0
  • Clock Skew: 21.0 ps
  • Final hold vios: 0
  • Setup TNS: 0 ps
  • Setup ws final: 28870 ps
  • Rel. slew slack: 34.5%
  • Slew at the pin closest to its max-slew limit: 970 ps
  • Min Tclk post-route: 21130 ps
  • Period utilization: 42.3%
  • RSZ-0062 raised after global routing: false
  • Fmax: 0.0473 GHz
  • Hold WS: 490 ps
  • Slew Limit Fails: 0

Detailed routing
  • Pre-Repair DR Iteration Count: 5
  • Post-route ant nets: 0
  • Initial DRC count: 1545
  • Overall routed net length: 57.9 mm
  • Drt wl/cell: 19.1 um
  • Ant diodes: 0
  • DR DRC count: 0
  • Vias per Instance: 5.61
  • Via count: 17026

Clocking
  • Postcts setup bufs: 0
  • Clk sinks: 200
  • CTS clk-pin slew, worst paths: 80 ps
  • Cts bufs inserted: 17
  • Clock Path Buffers: 2
  • CTS tree: done
  • Post-CTS resize count: 0
  • Total number of H-tree levels: 4
  • CTS hold repair buffers: 0
  • Clock latency (worst-skew pair): 500 ps
  • Clk root buf: clkbuf_16

Pwr
  • P_int: 0.000320 W
  • Clock power share: 28.5%
  • Total power: 0.000525 W
  • Seq pwr share: 34.8%
  • Comb pwr share: 36.7%
  • Net Sw Power: 0.000205 W
  • Worst vdd ir: 0.0000282 V
  • Leak pwr: 8.13 nW
  • Sw Share: 39.0%
  • Cell Pwr Density: 26.3 nW/um^2

Floorplan
  • Core Box Area: 56800 um^2
  • FP Util: 30.6%
  • Floorplan row count: 87
  • Die width: 243 um
  • Die ar.: 59000 um^2
  • Num ports: 131
  • Die Ht: 243 um

Global routing
  • First-pass GRT wire length: 92.0 mm
  • Pin count of the biggest net entering global routing: 89
  • Overall routing resource usage: 19.9%
  • Grt ovf: 0
  • Initial antenna violation count: 0
  • Vias in the first global route: 16090

Outcome
  • Outcome: finished clean

Place
  • RD Place Congestion: 0.941
  • IO Port Bufs: 130
  • DPL Wire Length: 43.3 mm
  • DP Area: 19300 um^2
  • Placement Setup Slack: 28550 ps

Finish
  • Most frequent cells in the layout: nor2_1 (197), nand2_1 (185), a21oi_1 (184)
  • Commonest Layout Cell: nor2_1
  • Finished layout cell area: 20000 um^2
  • Fill cells: 5765
  • Layout cells sized above 1: 7.50%
  • Area Growth Syn to Fin: 14.6%

Min path
  • Worst Hold Class: reg -> reg
  • Worst min-delay path startpoint: sinalParadaDiv$_SDFFE_PP1P_

Run
  • Tool Warnings: 29
  • Max-Cap Viols: 0
==> critical path: cells and delay by family <==
kind	cells	cell delay, ps
xor gates and xnor gates	1	140
muxes	3	1040
adders and majority gates	4	1300
AOI/OAI and AO/OA	17	4360
buffers and inverters	5	1910
and+or+nand+nor	12	2610
==> final timing paths <==
path	to	slack (ps)	depth (start not counted)
worst max-delay path	lo[30]$_SDFFCE_PN0P_	28870	42
worst min-delay path	sinalParadaDiv$_SDFFE_PP1P_	490	1
worst max register to register	lo[30]$_SDFFCE_PN0P_	38220	41
worst min register to register	sinalParadaDiv$_SDFFE_PP1P_	490	1
==> area by class of cell <==
type / count / area [um^2] / area share [%]
clock buffers: 19 / 464 / 2.32
clock inverters: 13 / 164 / 0.821
inverters: 88 / 330 / 1.65
multi-input cells: 1793 / 11900 / 59.3
flip-flops and latches: 200 / 4640 / 23.3
well taps: 756 / 946 / 4.74
repair buffers: 166 / 1570 / 7.85
==> per-layer routing <==
layer,GRT usage [%],up-vias,wire length (um)
met5,0,-,0
met2,32.3,541,27400
met1,28.6,8053,26000
li1,-,8360,-
met3,2.60,72,2980
met4,4.53,0,1470
==> state kept, by name, summed over array words and instances (netlist names) <==
register / flops
AuxilioB: 32
auxilioA: 32
auxilioBB: 32
hi: 32
lo: 32
soma: 32
contagemDeCiclos: 6
negativo: 1
sinalParadaDiv: 1
==> per-stage QoR <==
stage	utilization, %	instances
6_report	35.1	3035
5_1_grt	35.1	3035
3_5_place_dp	34.0	3003
4_1_cts	35.1	3035
3_3_place_gp	34.0	3003
2_1_floorplan	-	2229
==> Yosys cell counts (18+ instances only) <==
master and instances:
buf_2 28, o21ai_0 103, edfxtp_1 64, mux2_2 30, o22ai_1 18, clkbuf_1 90, nand4_1 18, o21a_1 20
inv_1 84, o31ai_1 31, nand2b_1 23, and3_1 59, or3_1 33, buf_1 23, and2_1 37, nor2b_1 57
nand2_1 187, ha_1 71, nor3_1 65, xnor2_1 48, or4_1 20, mux2i_1 48, a211oi_1 32, a21o_1 32
dfxtp_1 136, nor2_1 197, nand3_1 63, nor4_1 38, a31oi_1 28, xor2_1 59, a21oi_1 184, o211ai_1 25
==> power groups by stage <==
stage | sequential (W) | clock [W] | combinational [W]
CTS | 0.000183 | 0.000154 | 0.000191
global route | 0.000184 | 0.000161 | 0.000210
finish | 0.000183 | 0.000150 | 0.000193
==> cell families (layout without fill, tap and decap cells) <==
group | count (synthesis) | count (layout) | synth area share [%]
DFF | 200 | 200 | 26.7
AOI/OAI and AO/OA | 656 | 656 | 25.1
xor gates and xnor gates | 107 | 107 | 5.38
buffers and inverters | 236 | 286 | 5.50
muxes | 87 | 87 | 5.82
adders and majority gates | 73 | 73 | 5.33
and+or+nand+nor | 870 | 870 | 26.2
No activity file was given, so power comes from the tool's default toggle rates.
